==> /design/flow/design.v <==
module dummydecoder(
    input [31:0] instr,   
    output [5:0] op,      
    output [4:0] rs1,     
    output [4:0] rs2,     
    output [4:0] rd,      
    input  [31:0] r_rv2,  
    output [31:0] rv2,    
    output we             
);
    assign op = {instr[30],instr[14:12],instr[5:4]};  
    assign rs1 = instr[19:15];
    assign rs2 = instr[24:20];
    assign rd = instr[11:7];
    assign we = 1;     
    assign rv2 = instr[5] == 1 ? r_rv2 :                                                 
                 instr[14:12] == 1 || instr[14:12] == 5 ? { {26{instr[24]}} , instr[24:20] } : { {19{instr[31]}} , instr[31:20] };   
endmodule
==> /design/flow/run.sh <==
#!/bin/bash
# OpenROAD 26Q1-2900-gdf79404cd8, Yosys 0.63+post, stock flow scripts
make -C /OpenROAD-flow-scripts/flow DESIGN_CONFIG=/design/flow/config.mk WORK_HOME=/design/flow/orfs finish
==> /design/flow/config.mk <==
export PLATFORM = sky130hd
export DESIGN_NAME = dummydecoder
export DESIGN_NICKNAME = dummydecoder
export VERILOG_FILES = /design/flow/design.v
export SDC_FILE = /design/flow/constraint.sdc
export NUM_CORES = 4
export LEC_CHECK = 1
export CORE_AREA = 10 10 70 70
export DIE_AREA = 0 0 80 80
==> /design/flow/constraint.sdc <==
current_design dummydecoder

set clk_period 3.1
set clk_io_pct 0.2

create_clock -name clk0 -period $clk_period

set non_clock_inputs [all_inputs -no_clocks]
set_input_delay [expr $clk_period * $clk_io_pct] -clock clk0 $non_clock_inputs
set_output_delay [expr $clk_period * $clk_io_pct] -clock clk0 [all_outputs]
==> results.tsv <==
metric	value	unit
vias_per_cell	4.41	
synthCells	102	
yosysCellCount	102	
drtIter0Drc	16	
worstSetupPathType	input port to output port	
seq_cells	0	
p_leak	0.000633	µW
yosys.stat.seqShare	0	
yosysMostFrequentCell	buf_4	
cp-end-kind	output port	
grt_max_degree	21	
rows	21	
place_hpwl	2830	µm
drive_gt1_frac	0.202	
drc_errors	0	
wirelength	3330	µm
finalSetupViolCount	0	
io_pins	118	
combGateArea	495	µm²
area_growth	94.7	%
antenna_found_initial	0	
yosys.area.top_type	a221oi_2	
finalCriticalPeriod	2.92	ns
cpLargestDelayFamily	buffers and inverters	
cp.depth	5	
worst_ep_arrival_time	2.30	ns
top_cells_by_area	a221oi_2 37%, buf_4 25%, inv_1 12%	
num-clock-buffers	0	
final-seq-area	0	µm²
yosysUniqueCellTypes	14	
period_used_share	0.943	
cpPeakStageDelay	0.51	ns
finalSetupTns	0	ns
p_per_area	141	mW/mm²
critPathMaxFanout	20	
critPathSlowestCell	clkdlybuf4s50_1	
ys_warn_count	0	
ant_nets	0	
avgSynthCellArea	7.94	µm²
gp_congestion	0.768	
detail_route.wl_per_cell	15.9	µm
min_path_cells	0	
maxSlewViolCount	0	
cts_setup_buffers	0	
yosys.area.top_type_share	0.371	
postCtsHoldBufs	0	
tool_warnings	37	
num_vias	921	
design.core.area	0.00342	mm²
synth-area-yosys	810	µm²
crit_required	2.48	ns
status	complete, no violations	
synth_area	810	µm²
hold_class	input port to output port	
die_h	80	µm
initCoreUtil	0.237	
finalHoldViolCount	0	
cp-start-kind	input port	
cp.buffers_inverters	3	
post_cts_resize_count	0	
vdd_drop_max	0.0000624	V
post_dp_cell_area	0.00158	mm²
critical_path.cell_chain	clkdlybuf4s50_1 > nand2b_1 > buf_4 > a221oi_2 > clkdlybuf4s50_1	
overflow	0	
rsz0062_at_grt	false	
die_area	0.00640	mm²
cap_violations	0	
grtUsageTotal	0.0935	
fp.dieW	80	µm
fillCellCount	323	
port-buffer-count	88	
diodes	0	
common_cells	27 x buf_4, 26 x inv_1, 20 x a221oi_2	
fin_area	0.00158	mm²
path_common_cell	clkdlybuf4s50_1	
first_pass_iters	4	
max_freq	0.342	GHz
grt_pass1_vias	949	
grt_pass1_wl	5020	µm
==> where the power goes <==
group / internal [µW] / total (µW) / switching, µW
combinational: 158 / 222 / 63.5
clock: 0 / 0 / 0
sequential: 0 / 0 / 0
==> worst paths after layout <==
check / startpoint / end / slack [ns]
max: instr[13] / rv2[12] / 0.18
min: instr[4] / op[0] / 1.24
==> final cells by class <==
type / count / area share
multi-input cells: 44 / 0.314
well taps: 46 / 0.0365
inverters: 26 / 0.0619
repair buffers: 93 / 0.587
==> logic make-up after synthesis <==
family	share of synthesized area
simple gates	0.0881
other cells	0.00463
mux	0.0695
compound gates	0.436
buf+inv	0.402
==> through the flow <==
stage | total power (µW) | hold WS [ns] | std cells | setup slack, ns | utilization
after global routing | 242 | 1.24 | 209 | 0.0938 | 0.462
after detailed placement | 226 | 1.24 | 209 | 0.179 | 0.462
final | 222 | 1.24 | 209 | 0.177 | 0.462
after global placement | 225 | 1.24 | 209 | 0.168 | 0.462
after floorplan | 86.2 | 1.31 | 102 | 1.31 | -
after CTS | 227 | 1.24 | 209 | 0.164 | 0.462
==> layout by cell type, fill, tap and decap left out <==
cell type / n
buf_12: 1
buf_2: 1
clkdlybuf4s50_1: 87
nor4b_4: 1
a221oi_2: 20
mux2_2: 5
conb_1: 1
nand2b_1: 1
nor2_2: 1
nand4bb_1: 1
o311ai_0: 6
nor2b_1: 1
inv_1: 26
buf_4: 4
nand2_1: 6
and2_1: 1
==> layer usage <==
metal	up-vias	wire, µm	GRT usage
met1	407	1200	0.105
met2	56	1630	0.162
li1	458	-	-
met5	-	0	0
met4	0	0	0
met3	0	499	0.0500
Power and IR drop assume default switching activity.
