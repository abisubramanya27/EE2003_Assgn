===== flow/run.sh =====
#!/bin/bash
# OpenROAD 26Q1-2900-gdf79404cd8, Yosys 0.63+post, stock flow scripts
make -C /OpenROAD-flow-scripts/flow DESIGN_CONFIG=/design/flow/config.mk WORK_HOME=/design/flow/orfs finish

===== flow/config.mk =====
export PLATFORM = sky130hd
export DESIGN_NAME = biu
export DESIGN_NICKNAME = biu
export VERILOG_FILES = /design/flow/design.v
export SDC_FILE = /design/flow/constraint.sdc
export NUM_CORES = 4
export LEC_CHECK = 1
export CORE_AREA = 10 10 124 124
export DIE_AREA = 0 0 134 134

===== flow/constraint.sdc =====
current_design biu

set clk_period 10.5
set clk_io_pct 0.2

create_clock -name clk0 -period $clk_period

set non_clock_inputs [all_inputs -no_clocks]
set_input_delay [expr $clk_period * $clk_io_pct] -clock clk0 $non_clock_inputs
set_output_delay [expr $clk_period * $clk_io_pct] -clock clk0 [all_outputs]

===== flow/design.v =====
`timescale 1ns/1ps
module biu (
    input clk,
    input reset,
    input [31:0] daddr,
    input [31:0] dwdata,
    input [3:0] dwe,
    output [31:0] drdata,
    output [31:0] daddr1,
    output [31:0] dwdata1,
    output [3:0]  dwe1,
    input  [31:0] drdata1,
    output [31:0] daddr2,
    output [31:0] dwdata2,
    output [3:0]  dwe2,
    input  [31:0] drdata2
);
    assign drdata = (daddr[31:14] == {16'h0000,2'b00}) ? drdata1 : 
                    (daddr[31:2] == {28'h0003456,2'b01}) ? drdata2 : 0;
    assign daddr1 = daddr;           
    assign dwdata1 = dwdata;         
    assign dwe1 = (daddr[31:14] == {16'h0000,2'b00}) ? dwe : 0;               
    assign daddr2 = daddr;           
    assign dwdata2 = dwdata;         
    assign dwe2 = (daddr[31:2] == {28'h0003456,2'b00}) ? dwe : 0;              
endmodule

==> reports/results.txt <==
Worst setup EP type = output port
GRT Total Usage = 7.81%
DRT met1 WL = 2890 um
Final Hold Violation Tally = 0
Post-Synthesis Cell Area = 1740 um2
Cts repair resizes = 0
Number of buffers inserted by port buffering = 198
Largest net degree at the start of global routing = 39
DR vias = 1,660
Storage cell area = 0 um2
Fmax = 146 MHz
FFs & Latches = 0
Final WL = 7760 um
HPWL after DPL = 6600 um
WL met2 = 3660 um
Final Power = 0.0706 mW
Vias in the first global route = 1,844
OpenROAD warnings = 34
Initial antenna violation count = 0
Num ports = 302
Placement Cell Area = 2870 um2
Yosys cell count = 226
# clk buffers = 0
CTS Hold Bufs = 0
Starting DRT DRC Count = 51
HP Class = input port to output port
Buf/Inv on CP = 2
Leakage = 1.12 nW
WHS Path Cells = 0
Crit. path cell count = 6
Fin util = 22.6%
Pwr dens = 24.6 nW/um2
Status = complete, no violations
Die width = 134 um
Yosys warnings = 0
CP Launch Type = input port
Worst Tran Pin Value = 0.850 ns
Wirelength per Cell = 17.0 um
Area leader, netlist = buf_4
Top Family by Delay on Critical Path = simple AND/OR/NAND/NOR gates
Post-synth area from yosys stat = 1740 um2
Crit path arrival time = 4.76 ns
Layout cells sized above 1 = 2.82%
Peak VDD IR = 0.0000125 V
Max-cap viol count = 0
Worst Setup Path Type = input port to output port
Final Critical Period = 6.86 ns
Core Area = 12,700 um2
WP data required = 8.40 ns
Final Slew Violations = 0
Row cnt = 41
Global-route wire length before repair = 11,200 um
# placed instances = 456
Post-synthesis sequential area ratio = 0%
Total grt overflow = 0
Uppermost layer routed = met4
Cell Type Count = 19
Cell Count, Final, Fillers Out = 456
RSZ-0062 raised after global routing = no
Setup_tns = 0 ns
Area growth, synth to finish = 65.1%
Final setup viols = 0
Most used cell, CP = clkdlybuf4s50_1
Cells after synthesis = 226
Post-CTS Setup Bufs = 0
Max stage delay on crit path = 0.73 ns
DRC Markers = 0
Final ANT Viol Nets = 0
Routability Congestion = 0.741
Die area = 18,000 um2
Die Ht = 134 um
Crit-path cells = clkdlybuf4s50_1 -> nor4_1 -> nand4_2 -> nor2_4 -> a22o_1 -> clkdlybuf4s50_1
Final Cell Area = 2870 um2
Met3 routed wirelength = 1030 um
Critical Path Fanout Max = 36
Initial core utilization = 13.7%
Yosys top cell area share = 56.6%
Critical Path Slowest Stage Cell = nor2_4
Inserted Diodes = 0
Mapped Avg Cell Area = 7.69 um2
Post-synth area hogs = buf_4 (57%), a22o_1 (16%), and3_1 (11%), buf_6 (4.5%), and3b_1 (2.0%)
Via density = 3.64
First-pass DRT Iterations = 4
Max_slew headroom = 43.2%
Cycle use final = 65.3%
[Yosys cell counts]
cell type	n
and3_1	30
clkbuf_1	3
nor4b_1	1
buf_6	7
buf_4	131
and2_1	4
nand4_1	1
a22o_1	32
and3b_1	4
nor2_8	1
nand4_2	1
nor2_4	1
and4b_2	1
nor4_1	3
nor3b_1	1
nor2_1	1
or4_4	1
nor4bb_1	1
and3_2	2
[routing by layer]
metal,vias up,global-route usage [%]
met4,0,1.93
met2,134,13.2
met1,724,8.40
met5,-,0
li1,783,-
met3,19,4.02
[logic make-up (layout without fill, tap and decap cells)]
| kind of cell | after synthesis | in the layout | synth area share [%] |
|---|---|---|---|
| buf+inv | 141 | 199 | 61.8 |
| simple gates | 53 | 53 | 22.1 |
| compound gates | 32 | 32 | 16.1 |
[final cells by class]
cell class         instances  area (um2)
fillers                 1395        9800
repair buffers           199        1990
multi-input cells         85         664
well taps                172         215
[stage by stage]
stage	setup slack, ns	hold slack (ns)
5_1_grt	3.39	4.20
3_3_place_gp	3.56	4.20
6_report	3.64	4.20
2_1_floorplan	5.19	4.27
3_5_place_dp	3.54	4.20
4_1_cts	3.54	4.20
[report_power, final]
group | total, mW | internal (mW) | switching [mW]
clock network | 0 | 0 | 0
registers | 0 | 0 | 0
logic | 0.0706 | 0.0550 | 0.0156
[cells in the final DEF, fill, tap and decap left out]
cell type / instances
a22o_1: 32
and2_1: 4
and3_1: 30
and3_2: 2
and3b_1: 4
and4b_2: 1
buf_4: 1
clkdlybuf4s50_1: 198
nand4_1: 1
nand4_2: 1
nor2_1: 1
nor2_4: 1
nor2_8: 1
nor3b_1: 1
nor4_1: 3
nor4b_1: 1
nor4bb_1: 1
or4_4: 1
[path summary, 6_finish.rpt]
| path | to | startpoint | slack [ns] |
|---|---|---|---|
| setup / recovery | drdata[4] | daddr[31] | 3.64 |
| hold / removal | daddr1[0] | daddr[0] | 4.20 |
No activity file was given, so power comes from the tool's default toggle rates.
